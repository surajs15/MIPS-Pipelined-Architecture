==> ./design.v <==
`timescale 1ns / 1ps
module MIPS_EX_MEM(
	input   CLK,			 
	input 	MemReadEX,	
	input 	MemwriteEX,
	input 	MemtoregEX,
	input 	RegWriteEX,	
	input 	[31:0]ALUResultEX,
	input 	[31:0]ALUinput2EX,
	input 	[4:0]WriteRegEX,
	input   [31:0] ReadData2EX,
	output	reg 	MemReadMEM,	
	output	reg 	MemwriteMEM,
	output	reg 	MemtoregMEM,
	output	reg 	RegWriteMEM,	
	output	reg 	[31:0]ALUResultMEM,
	output	reg 	[31:0]ALUinput2MEM,
	output	reg 	[4:0]WriteRegMEM,
	output	reg	[31:0]ReadData2MEM
);
	always @(posedge CLK)
	begin 
		MemReadMEM <= MemReadEX; 	
		MemwriteMEM <= MemwriteEX;
		MemtoregMEM <= MemtoregEX;
		RegWriteMEM <= RegWriteEX;
		ALUResultMEM <= ALUResultEX;
		ALUinput2MEM <= ALUinput2EX;
		WriteRegMEM <= WriteRegEX;
		ReadData2MEM <= ReadData2EX;
	end
endmodule
==> ./run.sh <==
#!/bin/bash
# OpenROAD 26Q1-2900-gdf79404cd8, Yosys 0.63+post, stock flow scripts
make -C /OpenROAD-flow-scripts/flow DESIGN_CONFIG=/design/flow/config.mk WORK_HOME=/design/flow/orfs finish
==> ./config.mk <==
export PLATFORM = sky130hd
export DESIGN_NAME = MIPS_EX_MEM
export DESIGN_NICKNAME = MIPS_EX_MEM
export VERILOG_FILES = /design/flow/design.v
export SDC_FILE = /design/flow/constraint.sdc
export NUM_CORES = 4
export LEC_CHECK = 1
export CORE_UTILIZATION = 30
==> ./constraint.sdc <==
current_design MIPS_EX_MEM

set clk_period 1.0
set clk_io_pct 0.2

create_clock -name clk0 -period $clk_period [get_ports {CLK}]

set non_clock_inputs [all_inputs -no_clocks]
set_input_delay [expr $clk_period * $clk_io_pct] -clock clk0 $non_clock_inputs
set_output_delay [expr $clk_period * $clk_io_pct] -clock clk0 [all_outputs]
==> results.toml <==
# physical design summary
[floorplan]
rows = 30
core_area_um2 = 6790
die_w_um = 85.7
io_pins = 211
dieArea_um2 = 7350
die_h_um = 85.7
fp_util = 0.309

[status]
outcome = "complete, no violations"

[setup_path]
path_cells = "buf_2"
critPathCaptureType = "output port"
cp.arrival_ns = 0.77
slowest_delay_ns = 0.32
required_ns = 0.80
critPathMaxFanout = 1
crit_buf_inv = 1
start_kind = "flip-flop"
crit_start = "ReadData2MEM[21]"
timing_worst_setup_path_type = "reg2out"
crit_slowest_cell = "dfxtp_2"
crit_family = "flip-flops"

[job]
cap_viol_max_count = 0
warnings = 26

[power_and_ir_drop]
peakVddDrop_uv = 981
p_seq_frac = 0.574
switching_share = 0.185
p_sw_mw = 1.43
pwr-share-comb = 0.073
pwr-share-clk = 0.352
leakagePower_nw = 1.81
p_int_mw = 6.30
power.total_mw = 7.74
p_per_area_nw_per_um2 = 1930

[logic_synthesis]
edf_count = 0
numSynthFlops = 105
synth.largest_area_cell = "dfxtp_1"
synthCells = 105
yosysMostFrequentCell = "dfxtp_1"
ff_type = "dfxtp_1"
synthTopCellsByArea = "dfxtp_1"
async_flop_share = 0
ys_seq_frac = 1.00
common_cells = "dfxtp_1"
synth_cell_type_count = 1
synth_area_um2 = 2100
yosysWarnings = 1
ys_area_um2 = 2100
syn_area_per_cell_um2 = 20.0
yosysTopAreaCellShare = 1.00
synth-cells-yosys = 105

[grt]
first_global_vias = 1415
grt-ovfl-total = 0
grt_pass1_wl_um = 7600
antenna_found_initial = 0
grt_max_degree = 17
grt_usage = 0.142

[clock_tree]
cts_hold_buf = 0
clockBufferDepth = 2
cts_tree = "yes"
clock_sinks = 105
h-tree-depth = 3
clk_pin_slew_ns = 0.09
cts_setup_buffers = 0
cts_root_buffer = "clkbuf_8"
cts_buffers = 9

[sta]
tightest_slew_ns = 0.106
setup_viol = 0
final_hold_viol_count = 0
slew_violations = 0
final.period_utilization = 0.972
fin_hold_ws_ns = 0.275
maxSlewHeadroom = 0.929
max_freq_mhz = 1030
min_period_ns = 0.972
rsz0062_at_grt = "yes"
setup-tns-final_ns = 0

[placed_design]
dpl-instance-area_um2 = 4320
numPortBuffers = 210
dp_hpwl_um = 4250
gp_congestion = 0.690

[route]
finalWirelength_um = 5270
route.antenna.remaining_nets = 0
met1_length_um = 2010
wire_per_inst_um = 12.4
wl_met2_um = 2420
met3WireLength_um = 770
vias = 1558
dr.pass1.iters = 3
via_per_inst = 3.66
top_layer = "met4"
antenna_cells_inserted = 0
first_iter_violations = 22
drc_errors = 0

[layout]
syn_to_final_growth_pct = 91.0
stdcell_area_um2 = 4020
fillCellCount = 575
final_core_util = 0.591
regArea_um2 = 2110
multi_input_comb_cells = 0
multi_input_comb_area_um2 = 0
drive_gt1_frac = 0.376

[worst_hold_path]
min_path_cells = 1
hp-class = "in2reg"
hp-start = "ReadData2EX[21]"
holdPathEnd = "ReadData2MEM[21]"
## worst max path at each step
stage | to | slack (ns) | depth (start not counted)
global route | ReadData2MEM[21] | -0.03 | 1
CTS | ReadData2MEM[6] | 0.008 | 1
finish | ReadData2MEM[21] | 0.03 | 1
## cell type report
cell class              count  area share
clock inverters             4      0.0193
repair buffers            210       0.393
well taps                  96      0.0299
clock buffers              11      0.0327
flip-flops and latches    105       0.525
## sequential cells by signal, indices dropped and copies added, names as in the netlist
name	cells
ALUResultMEM	32
ALUinput2MEM	32
ReadData2MEM	32
WriteRegMEM	5
MemReadMEM	1
MemtoregMEM	1
MemwriteMEM	1
RegWriteMEM	1
## power groups by stage
| stage | logic, mW | registers (mW) | clock network [mW] |
|---|---|---|---|
| CTS | 0.580 | 4.45 | 2.81 |
| global route | 0.617 | 4.47 | 2.99 |
| finish | 0.566 | 4.44 | 2.73 |
## layout by cell type, fill, tap and decap left out
master           synthesis  final
buf_2                    0    105
bufinv_16                0      2
clkbuf_1                 0      2
clkbuf_8                 0      9
clkdlybuf4s50_1          0    105
clkinv_4                 0      1
dfxtp_1                105     99
dfxtp_2                  0      6
inv_6                    0      1
## through the flow
stage / worst slack (ns) / cells
4_1_cts: 0.00813 / 426
3_3_place_gp: 0.0141 / 411
6_report: 0.0280 / 426
3_5_place_dp: 0.0148 / 411
5_1_grt: -0.0318 / 426
2_1_floorplan: 0.538 / 105
## what timing repair did
| action | 4_1_cts | 5_1_grt |
|---|---|---|
| resized | 327 | 4 |
| pin swaps | 0 | 0 |
| endpoints found under the setup margin | 105 | 55 |
## per-layer routing
metal,vias up,GRT usage
li1,762,-
met1,670,0.192
met2,118,0.220
met3,8,0.0713
met4,0,0.0197
met5,-,0
## kinds of logic (layout without fill, tap and decap cells)
logic type	Yosys count	after routing	share of synthesized area
buffers and inverters	0	225	0
flip-flops	105	105	1.00
No activity file was given, so power comes from the tool's default toggle rates.
