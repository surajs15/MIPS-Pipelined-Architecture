### flow/design.v
`timescale 1ns / 1ps
module MIPS_ID_EX(
	input   CLK,			 
	input 	MemReadID,	
	input 	MemwriteID,
	input 	MemtoregID,
	input 	RegWriteID,	
	input 	RegDstID,
	input 	ALUsrcID,
	input 	[1:0]ALUOPID,
	input 	[31:0]ImmExtID,
	input 	[31:0]ReadData1,
	input 	[31:0]ReadData2,
	input 	[4:0]Rs,
	input 	[4:0]Rt,
	input 	[4:0]Rd,
	output	reg 	MemReadEX,	
	output	reg 	MemwriteEX,
	output	reg 	MemtoregEX,
	output	reg 	RegWriteEX,	
	output	reg 	RegDstEX,
	output	reg 	ALUsrcEX,
	output	reg 	[1:0]ALUOPEX,
	output	reg 	[31:0]ReadData1EX,
	output	reg 	[31:0]ReadData2EX,
	output	reg 	[31:0]ImmExtEX,
	output	reg 	[4:0]RsEX,
	output	reg 	[4:0]RtEX,
	output	reg 	[4:0]RdEX
);
	always @(posedge CLK)
	begin 
		MemReadEX <= MemReadID; 	
		MemwriteEX <= MemwriteID;
		MemtoregEX <= MemtoregID;
		RegWriteEX <= RegWriteID;
		RegDstEX <= RegDstID;
		ALUsrcEX <= ALUsrcID;
		ALUOPEX <= ALUOPID;
		ReadData1EX <= ReadData1;
		ReadData2EX <= ReadData2;
		ImmExtEX <= ImmExtID;
		RsEX <= Rs;
		RtEX <= Rt;
		RdEX <= Rd;
	end
endmodule
### flow/run.sh
#!/bin/bash
# OpenROAD 26Q1-2900-gdf79404cd8, Yosys 0.63+post, stock flow scripts
make -C /OpenROAD-flow-scripts/flow DESIGN_CONFIG=/design/flow/config.mk WORK_HOME=/design/flow/orfs finish
### flow/config.mk
export PLATFORM = sky130hd
export DESIGN_NAME = MIPS_ID_EX
export DESIGN_NICKNAME = MIPS_ID_EX
export VERILOG_FILES = /design/flow/design.v
export SDC_FILE = /design/flow/constraint.sdc
export NUM_CORES = 4
export LEC_CHECK = 1
export CORE_AREA = 10 10 144 144
export DIE_AREA = 0 0 154 154
### flow/constraint.sdc
current_design MIPS_ID_EX

set clk_period 1.0
set clk_io_pct 0.2

create_clock -name clk0 -period $clk_period [get_ports {CLK}]

set non_clock_inputs [all_inputs -no_clocks]
set_input_delay [expr $clk_period * $clk_io_pct] -clock clk0 $non_clock_inputs
set_output_delay [expr $clk_period * $clk_io_pct] -clock clk0 [all_outputs]
==> impl_metrics.yaml <==
# flow metrics
clock_network:
  cts_num_sinks: 119
  postCtsSetupRepairBufs: 0
  cts_inserted_buffers: 17
  root_buffer: "clkbuf_16"
  deepest_level_of_the_cts_h_tree: 4
  cts_hold_buffers: 0
  tritoncts_clock_tree: "done"
  clk_pin_slew_ns: 0.05
  postCtsResizedCells: 387
  maximum_clock_insertion_buffer_count: 2
logic_synthesis:
  yosysWarningCount: 1
  netlist-cell-type-count: 1
  synth_seq_share: 1.00
  synth_area_per_cell_um2: 20.0
  synth-cells-yosys: 119
  postSynthRegisterBits: 119
  syn-instance-count: 119
  synth_area_um2: 2380
  synth.yosys.chip_area_um2: 2380
timing:
  timing.final.crit_share: 1.03
  period_minus_slack_ns: 1.03
  setup_viol_count_final: 33
  worst_pin_slew_ns: 0.175
  relSlewSlack: 0.883
  grt_setup_unrepaired: "yes"
  final.setup.worst_slack_ns: -0.0297
  report.final.slew_viol_count: 0
  final-hold-violation-count: 0
  achievable_frequency_mhz: 971
final_layout:
  layout.cells.most_common: "clkdlybuf4s50_1"
  logic_gate_count: 0
  multiInputGateArea_um2: 0
  drive_gt1_frac: 0.434
  final-instance-count-excl-fill: 614
  final_design_area_no_fill_um2: 5150
  final_layout_top_logic_cells: "119 x clkdlybuf4s50_1, 114 x buf_2, 100 x dfxtp_1"
  area_grow_syn2layout_pct: 116
  fill_cells: 1788
power:
  cellInternalPower_mw: 10.0
  powerDensity_nw_per_um2: 2390
  share_comb_of_total_power: 0.056
  net-switching-power_mw: 2.25
  power.leakage_nw: 2.26
  power.sequential.fraction: 0.412
  clock_power_share: 0.532
  worst_ir_drop_vdd_v: 0.00161
  swShare: 0.183
floorplanning:
  design.portCount: 239
  core_area_um2: 17500
  die_h_um: 154
  area_enclosed_by_the_die_boundary_um2: 23700
  die_x_um: 154
  placement_rows: 48
  floorplan.initialDensity: 0.136
routing:
  vias_per_cell: 3.04
  vias: 1864
  remaining_number_of_nets_flagged_by_the_antenna_check_after_routing: 0
  total_routed_wirelength_um: 9200
  drt-wirelength-per-cell_um: 15.0
  dr.pass1.iters: 2
  detailed_route_drc_error_count: 0
  n_antenna_cell: 0
  drt_iter0_drcs: 19
global_route:
  global_route.usage.total: 0.0733
  grt_max_degree: 17
  number_of_antenna_violations_at_the_first_check_in_global_routing: 0
  grt_pass1_vias: 2052
  globalRouteOverflowTotal: 0
  grt_pass1_wl_um: 13100
placement:
  place_ws_ns: -0.0323
  post_dp_cell_area_um2: 5050
  hpwlAfterDp_um: 7430
  portBuffers: 238
  globalplace.congestion: 0.819
  post-place-cells: 582
critical_path:
  cp_slowest_stage_delay_ns: 0.31
  critPathLaunchType: "flop"
  critical_path_buf_inv_count: 1
  timing.critical_path.required_ns: 0.80
  endpoint_kind: "primary output"
  timing.critical_path.fanout_max: 1
  cp_data_arrival_time_ns: 0.83
  critical_path.top_delay_family: "flip-flops"
  critical_path.slowest_cell: "dfxtp_1"
  timing.critical_path.cells: "buf_2"
  worstSetupPathType: "reg2out"
outcome:
  failed_checks: "negative setup slack"
  status: "complete, but fails checks"
flow_run:
  openroad.warnings: 27
  cap_viol_max_count: 0
min_path:
  holdCritPathClass: "in2reg"
-- kinds of logic (layout without fill, tap and decap cells) --
kind of cell,after synthesis,in the layout,synth area share
buf+inv,0,270,0
flops,119,119,1.00
-- registers in the layout, indices dropped and copies added (netlist names), 2 cells and up --
signal,count
ImmExtEX,32
ReadData1EX,32
ReadData2EX,32
RdEX,5
RsEX,5
RtEX,5
ALUOPEX,2
-- cells in the mapped netlist --
master   count  area share
dfxtp_1    119         1.0
-- area by class of cell --
cell class	count	area, um^2	area share
Timing Repair Buffer	238	1820	0.353
Sequential cell	119	2410	0.467
Clock inverter	13	203	0.0393
Tap cell	225	282	0.0547
Clock buffer	19	443	0.0860
-- metal layers --
metal | share of wire | global-route usage
met5 | 0 | 0
met4 | 0.011 | 0.00945
met3 | 0.19 | 0.0665
met2 | 0.42 | 0.107
met1 | 0.38 | 0.0794
-- metrics by stage --
stage / util / TNS, ns / hold WS, ns / power (mW)
6_report: 0.295 / -0.277 / 0.232 / 12.3
3_3_place_gp: 0.289 / -0.135 / 0.649 / 6.09
5_1_grt: 0.295 / -5.52 / 0.203 / 12.8
4_1_cts: 0.293 / -3.73 / 0.205 / 12.5
2_1_floorplan: - / 0 / 0.228 / 5.09
3_5_place_dp: 0.289 / -0.136 / 0.652 / 6.10
-- final timing paths --
| path | startpoint | endpoint | cells after the start |
|---|---|---|---|
| worst min-delay path | ReadData1[20] | ReadData1EX[20] | 1 |
| worst max-delay path | ReadData1EX[3] | ReadData1EX[3] | 1 |
-- power by group through the flow --
stage	Sequential, mW	Clock [mW]	Combinational, mW
finish	5.06	6.54	0.689
global route	5.09	6.97	0.753
CTS	5.06	6.76	0.709
No activity file was given, so power comes from the tool's default toggle rates.
